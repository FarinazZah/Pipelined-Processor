`/design/flow/config.mk`:
```
export PLATFORM = sky130hd
export DESIGN_NAME = Register_File
export DESIGN_NICKNAME = Register_File
export VERILOG_FILES = /design/flow/design.v
export SDC_FILE = /design/flow/constraint.sdc
export NUM_CORES = 4
export LEC_CHECK = 1
export CORE_UTILIZATION = 40
```
`/design/flow/constraint.sdc`:
```
current_design Register_File

set clk_period 8.6
set clk_io_pct 0.2

create_clock -name clk0 -period $clk_period [get_ports {clock}]

set non_clock_inputs [all_inputs -no_clocks]
set_input_delay [expr $clk_period * $clk_io_pct] -clock clk0 $non_clock_inputs
set_output_delay [expr $clk_period * $clk_io_pct] -clock clk0 [all_outputs]
```
`/design/flow/design.v`:
```
module DFlipFlop #(
  parameter DATA_WIDTH = 32
) (
  input logic clock,
  input logic reset,
  input logic enable,
  input logic [DATA_WIDTH-1:0] data_ip,
  output logic [DATA_WIDTH-1:0] data_op
);
  always_ff @(posedge clock) begin
    if (reset == 1'b1)
      data_op <= 0;
    else if (enable == 1'b1)
      data_op <= data_ip;
  end
endmodule
import CORE_PKG::*;
module Register_File#(
  parameter ADDR_WIDTH = 5,
  parameter DATA_WIDTH = 32
) (
  input logic clock,
  input logic reset,
  input logic [ADDR_WIDTH-1:0] raddr_a_ip,
  output logic [DATA_WIDTH-1:0] raddr_a_op,
  input logic [ADDR_WIDTH-1:0] raddr_b_ip,
  output logic [DATA_WIDTH-1:0] raddr_b_op,
  input logic [ADDR_WIDTH-1:0] waddr_a_ip,
  input logic [DATA_WIDTH-1:0] wdata_a_ip,
  input logic we_a_ip                          
);
  localparam NUM_INT_WORDS = 2 ** (ADDR_WIDTH); 
  logic [ADDR_WIDTH-1:0] waddr_a;
  logic [DATA_WIDTH-1:0] write_enable_a_dec;
  logic [DATA_WIDTH-1:0] RegisterFile [0:NUM_INT_WORDS-1];
  assign waddr_a = waddr_a_ip;
  assign raddr_a_op = RegisterFile[raddr_a_ip];
  assign raddr_b_op = RegisterFile[raddr_b_ip];
  genvar gidx;
  generate
    for (gidx = 0; gidx < NUM_INT_WORDS; gidx++) begin : gen_we_encoder
      assign write_enable_a_dec[gidx] = (waddr_a == gidx) ? we_a_ip : 1'b0;
    end
  endgenerate
  genvar x;
  generate
    DFlipFlop #(
      .DATA_WIDTH(DATA_WIDTH)
    ) RF0 (
      .clock(clock),
      .reset(reset),
      .enable(1'b0),
      .data_ip(wdata_a_ip),
      .data_op(RegisterFile[0])
    );
    for(x=1; x<NUM_INT_WORDS; x++) begin : RF
      DFlipFlop #(
      .DATA_WIDTH(DATA_WIDTH)
      ) RF (
        .clock(clock),
        .reset(reset),
        .enable(write_enable_a_dec[x]),
        .data_ip(wdata_a_ip),
        .data_op(RegisterFile[x])
      );
    end
  endgenerate
endmodule
```
`/design/flow/run.sh`:
```
#!/bin/bash
# OpenROAD 26Q1-2900-gdf79404cd8, Yosys 0.63+post, stock flow scripts
make -C /OpenROAD-flow-scripts/flow DESIGN_CONFIG=/design/flow/config.mk WORK_HOME=/design/flow/orfs finish
```
==> ci_impl_report.md <==
## PnR job results

| Metric | Value |
|---|---|
| Vias in the first global route | `52390` |
| Fraction of layout cells with a size suffix above 1 | `about a tenth` |
| Worst Setup SP | `raddr_a_ip[2]` |
| Hold_buf cts | `0` |
| Chip Height | `between 300 and 400 um` |
| Main area contributors | `dfxtp_1 41%, nand2_1 16%, a21oi_1 11%` |
| CTS buffer count | `between 100 and 150` |
| Static leakage | `17.80 nW` |
| H-tree depth | `3` |
| WP data required | `a little under 7 ns` |
| WL per Instance | `41.42 um` |
| Clk Latency, worst-skew pair | `approximately 0.76 ns` |
| Final hold vios | `0` |
| Final Wtd Congestion | `between 1 and 1.5` |
| Minimum clock period | `~8 ns` |
| Worst R2R End | `RF[17].RF.data_op[23]` |
| Max-area cell share | `between 40% and 50%` |
| Total number of yosys warnings | `5` |
| Crit path to | `raddr_a_op[22]` |
| Yosys reg bits | `between 900 and 1000` |
| Largest net degree at the start of global routing | `143` |
| Crit path max fanout | `26` |
| Final WL | `roughly 340 mm` |
| Overall power | `approximately 0.011 W` |
| Longest Clk Path Bufs | `3` |
| Syn Area/Cell | `between 7 and 8 um^2` |
| TritonCTS clock tree | `built` |
| Yosys top cell by instances | `nand2_1` |
| Top cells by count | `2095 x nand2_1, 1042 x a21oi_1, 992 x dfxtp_1` |
| Init Core Util | `between 40% and 50%` |
| Worst R2R Start | `RF[17].RF.data_op[23]` |
| Die width | `between 300 and 400 um` |
| Tightest Pin Transition | `around 1.2 ns` |
| GRT met1 Usage | `about 69%` |
| Pwr/cell area | `between 150 and 200 nW/um^2` |
| Post-CTS resize count | `0` |
| Hold WS | `approximately 0.47 ns` |
| M2 GR Usage | `about two thirds` |
| Worst clock skew | `0 ns` |
| Most common reg cell | `dfxtp_1` |
| Final period util | `approximately nine tenths` |
| Finished Cell Area | `55440 um^2` |
| Stage-log warning count | `~49` |
| Reg-to-reg slack, setup | `approximately 7.6 ns` |
| Post-synth cell types | `approximately 67` |
| CP Data Arrival Time | `slightly above 6 ns` |
| Biggest regs | `RF.RF.data_op: 992 flops` |
| Setup repair bufs after CTS | `0` |
| Chip Area, Yosys | `roughly 48000 um^2` |
| DRT iter0 DRCs | `around 9700` |
| Core area | `between 100000 and 150000 um^2` |
| Drt drc | `0` |
| CP Launch Type | `input port` |
| Post-Syn Area | `approximately 48000 um^2` |
| Unrepaired setup endpoints after global routing | `no` |
| Chip area | `between 100000 and 150000 um^2` |
| Slew headroom | `roughly 22%` |
| Max Freq | `128.5 MHz` |
| Max Cap Viol | `0` |
| Drt pass-1 iters | `10` |
| Cell Area, Placed | `around 50000 um^2` |
| DR vias | `approximately 58000` |
| First-pass GRT wire length | `about 450 mm` |
| Layout area overhead | `15.34%` |
| Max reg flops | `~990` |
| Top reg by flops | `RF.RF.data_op` |
| Antenna-violating nets left | `0` |
| Grt ovf | `0` |
| Cells after synthesis | `roughly 6500` |
| FFs w/ async S/R, synth | `0%` |
| Via density | `roughly 7` |
| Setup violations, final | `0` |
| I/O Buffers | `approximately 110` |
| Setup total negative slack | `0 ns` |
| Tot GR Track Use | `between 50% and 60%` |
| # Cells Yosys | `roughly 6500` |
| WS Path Type | `in -> out` |
| Initial antenna violation count | `36` |
| Row count | `between 100 and 150` |
| Max-slew violation count | `0` |
| Maximum vdd drop | `approximately 190 uV` |
| Ports | `114` |
| EDFF count, synth | `0` |
| Status | `completed` |
| Clk pin slew, worst setup/hold paths | `approximately 0.07 ns` |
| Clock sinks | `slightly below 1000` |
| Final HPWL DP | `just over 200 mm` |
| Root Buffer Master | `clkbuf_16` |
| Post-synthesis sequential area ratio | `41.32%` |
| Largest area contributor in the netlist | `dfxtp_1` |
| Crit end category | `output pin` |
| GR met3 Demand/Resource | `a little under two fifths` |
| Hold WC Path Type | `reg -> reg` |
| GR peak layer | `met1` |
| # fillers | `approximately 12000` |
| Reg2Reg Depth | `2` |
## cell families after synthesis
| family | count (synthesis) | share of synthesized area (%) |
|---|---|---|
| compound gates | 1876 | 24.41 |
| buf+inv | 666 | 5.383 |
| flops | 992 | 41.32 |
| mux | 130 | 3.056 |
| simple gates | 2878 | 25.83 |
## per-stage QoR
step | utilization (%) | cells | setup WS, ns
5_1_grt | 46.68 | 8085 | 0.9772
2_1_floorplan | - | 6542 | 3.306
6_report | 46.76 | 8121 | 0.8205
3_5_place_dp | 43.41 | 7870 | 1.185
4_1_cts | 46.67 | 8080 | 1.177
3_3_place_gp | 43.41 | 7870 | 1.221
## where the power goes
part           internal (W)  leakage (nW)  switching [W]  total, W
logic              0.000147          7.92       0.000693  0.000839
registers           0.00463          8.00      0.0000361   0.00466
clock network       0.00295          1.89        0.00222   0.00518
## layout make-up
cell class	instances	area [um^2]	area share, %
multi-input cells	4884	26210	47.28
well taps	1600	2002	3.611
inverters	3	11.26	0.02031
repair buffers	391	3381	6.098
diodes	41	102.6	0.1851
clock inverters	52	600.6	1.083
clock buffers	158	3269	5.898
flip-flops and latches	992	19860	35.82
## worst min path at each step
stage | from | endpoint | slack, ns | depth (start not counted)
CTS | RF[23].RF.data_op[0] | RF[23].RF.data_op[0] | 0.47 | 2
global route | RF[18].RF.data_op[28] | RF[18].RF.data_op[28] | 0.48 | 2
finish | RF[23].RF.data_op[0] | RF[23].RF.data_op[0] | 0.47 | 2
## layer usage
metal  part of all wire, %  routed length [um]
met5                  0.33                1108
met4                   8.8               29520
met3                    19               63990
met2                    37              124000
met1                    35              117800
## placed cells by master (no fill, tap or decap), types with 14 or more instances in the layout
cell type           n
nand2_1          2072
a21oi_1          1042
dfxtp_1           992
a22oi_1           515
buf_4             269
nand3_1           255
nand4_1           116
clkbuf_16         115
clkdlybuf4s50_1   106
mux2i_1            77
and3_1             69
nor2_1             63
a22o_1             52
mux2_2             44
or4_1              43
diode_2            41
nor2_4             38
o21ai_0            34
and4_1             33
a2bb2oi_1          33
a32o_1             31
a2111oi_0          31
a32oi_1            24
o22ai_1            23
nand2_2            23
clkbuf_8           23
clkinv_2           22
and2_2             20
clkbuf_1           20
nor4_1             16
a222oi_1           16
and2_1             15
a221oi_1           15
nor2b_1            14
buf_12             14
## worst max-delay path, stage by stage
cell and delay [ns]:
clkdlybuf4s50_1 0.86, buf_4 0.52, nand3_1 0.35, nor2_4 0.69
buf_4 0.68, a22oi_1 0.19, nand4_1 0.13, or4_1 0.33
clkdlybuf4s50_1 0.54
Power is estimated from default activity; no workload was simulated.
