==> design.v <==
import CORE_PKG::*;
module Fetch(
  input logic clock,
  input logic reset,
  input logic instr_gnt_ip,                
  input logic [31:0] Next_PC_ip,
  output logic instr_req_op,               
  output logic [31:0] instr_addr_op,       
  output logic [31:0] pc_addr
);
  logic [31:0] PC, Next_PC;                
  assign Instr_or_Data_op = 0;             
  assign pc_addr = PC;
  always @(*) begin
    if (reset == 1'b1) begin
      instr_addr_op = 0;
      instr_req_op = 0;
    end
    else begin
      instr_addr_op = Next_PC_ip;
      instr_req_op = 1;
    end
  end
  always_ff @(posedge clock) begin
    if (reset == 1'b1)
      PC <= 0;
    else 
      PC <= Next_PC_ip;
  end
endmodule
==> run.sh <==
#!/bin/bash
# OpenROAD 26Q1-2900-gdf79404cd8, Yosys 0.63+post, stock flow scripts
make -C /OpenROAD-flow-scripts/flow DESIGN_CONFIG=/design/flow/config.mk WORK_HOME=/design/flow/orfs finish
==> config.mk <==
export PLATFORM = sky130hd
export DESIGN_NAME = Fetch
export DESIGN_NICKNAME = Fetch
export VERILOG_FILES = /design/flow/design.v
export SDC_FILE = /design/flow/constraint.sdc
export NUM_CORES = 4
export LEC_CHECK = 1
export CORE_AREA = 10 10 90 90
export DIE_AREA = 0 0 100 100
==> constraint.sdc <==
current_design Fetch

set clk_period 1.0
set clk_io_pct 0.2

create_clock -name clk0 -period $clk_period [get_ports {clock}]

set non_clock_inputs [all_inputs -no_clocks]
set_input_delay [expr $clk_period * $clk_io_pct] -clock clk0 $non_clock_inputs
set_output_delay [expr $clk_period * $clk_io_pct] -clock clk0 [all_outputs]
==> results.txt <==
run results: Initial Utilization=between 10% and 20%, Hold WS=0.264 ns, antenna fix cells=0, adder-cell share of the synthesized area=0%, Clock Sinks=32, Mux area share=0%, Cell Area, Synth=between 800 and 900 um2, max reg flops=32, most numerous logic cell after layout=buf_2, die span in x=~100 um, failing checks=negative setup slack, Max-Cap Viols=0, mean post-synth cell area=~13 um2, Netlist cell types=4, Synth Register Bits=32, crit share post-route=110%, ANT nets after route=0, dpl cells=244, total grt overflow=0, CTS buffer count=5, Ports=approximately 100, root buf cell=clkbuf_8, DP HPWL=around 2.9 mm, Design Power=about 3.4 mW, DRC viols=0, final worst path period need=1.10 ns, initial antenna violation count=0, Min-Delay Path Class=in2reg, drt initial violations=8, largest net degree at the start of global routing=11, area share, top type=73.9%, vias per cell=~3.5, ys cells=roughly 70, Post-Place Cell Area=approximately 2000 um2, biggest registers after layout=PC x32, status=finished with violations, TritonCTS clock tree=done, Hold Vio Cnt, Final=0, cells after synthesis=just under 70, core box area=6280 um2, maximum clock rate=between 0.9 and 1 GHz, CP required=0.80 ns, Setup CP Type=in2out, simple share=between 20% and 30%, row cnt=29, Worst Tran Pin Value=approximately 0.094 ns, warnings from Yosys=3, DR pass1 iterations=3, fin worst setup slack=-0.0976 ns, Post-CTS Hold Fix Bufs=0, Die ar.=approximately 10000 um2, setup TNS=-0.452 ns, most common logic cells in the final layout=buf_2, nor2b_4, dlygate4sd2_1, dfxtp_1, clkdlybuf4s15_1, Area Overhead vs Synth=190%, design area=roughly 2500 um2, Wirelength per Cell=roughly 15 um, Crit. End Element=primary output, Startpoint Class=primary input, CP Data Arrival Time=0.90 ns, vias in the first global route=roughly 1100, Non-Filler Instances=between 200 and 300, RSZ-0062 raised after global routing=true, Largest logic family=simple AND/OR/NAND/NOR gates, RePlAce Congestion=around 0.73, Synth Area in Compound Gates=0%, PortBufs=slightly below 100, Leak=roughly 1.3 nW, Worst-path clk slew=around 0.070 ns, share of cells above drive strength 1=between 60 and 70%, Yosys Chip Area=867 um2, P per Cell Area=about 1300 nW/um2, Seq/Total Area, Yosys=approximately 74%, Core Util, Final=between 40% and 50%, first-pass GRT wire length=~6.6 mm, number of logged tool warnings=28, via count=about 990, CP Max Fanout=4, max-slew violation count=0, Top cells by area=dfxtp_1, nor2b_1, buf_4, inv_1, register bank with the most flops=PC, XORs/XNORs by Area=0%, Routed Wire Length=4.33 mm, clk buf depth=2, H-tree level count=2, chip height=about 100 um, GRT Total Usage=under 10%, peak supply drop=approximately 800 uV, Worst slew margin=a little over nine tenths, setup slack after placement=-0.775 ns, area leader, netlist=dfxtp_1, final setup fails=8
## metal layers
metal	wire length, um	GRT usage (%)	share of wire, %
met2	2280	13.9	53
met1	1600	10.2	37
met4	48	1.30	1.1
met3	390	2.91	9.0
met5	0	0	0
## power by group
part / switching (mW) / internal, mW / total, mW
Sequential: 0.0154 / 1.34 / 1.36
Combinational: 0.178 / 0.445 / 0.624
Clock: 0.493 / 0.880 / 1.37
## cells by family (layout without fill, tap and decap cells)
logic type / after synthesis / in the layout
flip-flops: 32 / 32
AND/OR/NAND/NOR: 32 / 32
buffers and inverters: 4 / 144
## timing repair
| item | 4_1_cts | 5_1_grt |
|---|---|---|
| endpoints found under the setup margin | 65 | 42 |
| gates resized | 290 | 25 |
| buffers inserted | 23 | 7 |
| gates cloned | 3 | 0 |
## worst paths after layout
check / from / end / slack [ns] / cells after the start
max: reset / instr_addr_op[31] / -0.1 / 6
min: Next_PC_ip[22] / PC[22] / 0.26 / 2
## Yosys cell counts (all sizes together)
library cell	count
dfxtp	32
nor2b	32
buf	3
inv	1
## final cells by class
class / instances / area [um2]
multi-input cells: 32 / 440
clock buffers: 7 / 96.3
flip-flops and latches: 32 / 647
inverters: 1 / 3.75
clock inverters: 1 / 30.0
well taps: 77 / 96.3
fillers: 584 / 3760
repair buffers: 135 / 1200
## critical path, cell delays in order
cell     delay, ns
buf_12        0.12
buf_16        0.13
buf_12        0.12
buf_8         0.12
nor2b_4       0.10
buf_2         0.11
Power figures rest on the tool's default switching activity, not on a simulated workload.
